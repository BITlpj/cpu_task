==> /design/flow/design.v <==
`timescale 1ns / 1ps
module confreg(
    input   wire        clk,
    input   wire        rst,
    input   wire        confreg_en,
    input   wire[3:0]   confreg_wen,
    input   wire[31:0]  confreg_wdata,
    input   wire[31:0]  confreg_addr,
    output  wire[31:0]  confreg_rdata,
    output  wire[6:0]   digital_num0,
    output  wire[6:0]   digital_num1,
    output  wire[7:0]   digital_cs,
    output  wire[7:0]   led,
    input   wire[7:0]   switch,
    input   wire        mid_btn_key,
    input   wire        left_btn_key,
    input   wire        right_btn_key,
    input   wire        up_btn_key,
    input   wire        down_btn_key
    );
    wire conf_we;
    assign conf_we = confreg_en & (|confreg_wen);
    reg[31:0]   digital_num_v;
    reg[7:0]    led_v;
    wire[31:0]  switch_v;
    wire[31:0]  mid_btn_key_v;
    wire[31:0]  left_btn_key_v;
    wire[31:0]  right_btn_key_v;
    wire[31:0]  up_btn_key_v;
    wire[31:0]  down_btn_key_v;
    reg[31:0] conf_rdata_reg;
    assign confreg_rdata = conf_rdata_reg;
    always @ (posedge clk) begin
        if (rst == 1'b1) begin
            conf_rdata_reg = 32'h0000_0000;
        end else if (confreg_en) begin
            case(confreg_addr[15:0])
                16'h8000   : conf_rdata_reg = digital_num_v;
                16'h8004        : conf_rdata_reg = switch_v;
                16'h8008           : conf_rdata_reg = {24'b0, led_v};
                16'h800c   : conf_rdata_reg = mid_btn_key_v;
                16'h8010  : conf_rdata_reg = left_btn_key_v;
                16'h8014 : conf_rdata_reg = right_btn_key_v;
                16'h8018    : conf_rdata_reg = up_btn_key_v;
                16'h801c  : conf_rdata_reg = down_btn_key_v;
                default: conf_rdata_reg = 32'b0;
            endcase
        end
    end
    reg mid_btn_key_r;
    assign mid_btn_key_v = {31'd0, mid_btn_key_r};
    reg         mid_btn_key_flag;
    reg [19:0]  mid_btn_key_count;
    wire mid_btn_key_start = !mid_btn_key_r && mid_btn_key;
    wire mid_btn_key_end   = mid_btn_key_r && !mid_btn_key;
    wire mid_btn_key_sample= mid_btn_key_count[19];
    always @ (posedge clk) begin
        if (rst == 1'b1) begin
            mid_btn_key_flag <= 1'b0;
        end else if (mid_btn_key_sample) begin
            mid_btn_key_flag <= 1'b0;
        end else if (mid_btn_key_start || mid_btn_key_end) begin
            mid_btn_key_flag <= 1'b1;
        end
        if (rst == 1'b1 || !mid_btn_key_flag) begin
            mid_btn_key_count <= 20'b0;
        end else begin
            mid_btn_key_count <= mid_btn_key_count + 1'b1;
        end
        if (rst == 1'b1) begin
            mid_btn_key_r <= 1'b0;
        end else if (mid_btn_key_sample) begin
            mid_btn_key_r <= mid_btn_key;
        end
    end
    reg left_btn_key_r;
    assign left_btn_key_v = {31'd0, left_btn_key_r};
    reg         left_btn_key_flag;
    reg [19:0]  left_btn_key_count;
    wire left_btn_key_start = !left_btn_key_r && left_btn_key;
    wire left_btn_key_end   = left_btn_key_r && !left_btn_key;
    wire left_btn_key_sample= left_btn_key_count[19];
    always @ (posedge clk) begin
        if (rst == 1'b1) begin
            left_btn_key_flag <= 1'b0;
        end else if (left_btn_key_sample) begin
            left_btn_key_flag <= 1'b0;
        end else if (left_btn_key_start || left_btn_key_end) begin
            left_btn_key_flag <= 1'b1;
        end
        if (rst == 1'b1 || !left_btn_key_flag) begin
            left_btn_key_count <= 20'b0;
        end else begin
            left_btn_key_count <= left_btn_key_count + 1'b1;
        end
        if (rst == 1'b1) begin
            left_btn_key_r <= 1'b0;
        end else if (left_btn_key_sample) begin
            left_btn_key_r <= left_btn_key;
        end
    end
    reg right_btn_key_r;
    assign right_btn_key_v = {31'd0, right_btn_key_r};
    reg         right_btn_key_flag;
    reg [19:0]  right_btn_key_count;
    wire right_btn_key_start = !right_btn_key_r && right_btn_key;
    wire right_btn_key_end   = right_btn_key_r && !right_btn_key;
    wire right_btn_key_sample= right_btn_key_count[19];
    always @ (posedge clk) begin
        if (rst == 1'b1) begin
            right_btn_key_flag <= 1'b0;
        end else if (right_btn_key_sample) begin
            right_btn_key_flag <= 1'b0;
        end else if (right_btn_key_start || right_btn_key_end) begin
            right_btn_key_flag <= 1'b1;
        end
        if (rst == 1'b1 || !right_btn_key_flag) begin
            right_btn_key_count <= 20'b0;
        end else begin
            right_btn_key_count <= right_btn_key_count + 1'b1;
        end
        if (rst == 1'b1) begin
            right_btn_key_r <= 1'b0;
        end else if (right_btn_key_sample) begin
            right_btn_key_r <= right_btn_key;
        end
    end
    reg up_btn_key_r;
    assign up_btn_key_v = {31'd0, up_btn_key_r};
    reg         up_btn_key_flag;
    reg [19:0]  up_btn_key_count;
    wire up_btn_key_start = !up_btn_key_r && up_btn_key;
    wire up_btn_key_end   = up_btn_key_r && !up_btn_key;
    wire up_btn_key_sample= up_btn_key_count[19];
    always @ (posedge clk) begin
        if (rst == 1'b1) begin
            up_btn_key_flag <= 1'b0;
        end else if (up_btn_key_sample) begin
            up_btn_key_flag <= 1'b0;
        end else if (up_btn_key_start || up_btn_key_end) begin
            up_btn_key_flag <= 1'b1;
        end
        if (rst == 1'b1 || !up_btn_key_flag) begin
            up_btn_key_count <= 20'b0;
        end else begin
            up_btn_key_count <= up_btn_key_count + 1'b1;
        end
        if (rst == 1'b1) begin
            up_btn_key_r <= 1'b0;
        end else if (up_btn_key_sample) begin
            up_btn_key_r <= up_btn_key;
        end
    end
    reg down_btn_key_r;
    assign down_btn_key_v = {31'd0, down_btn_key_r};
    reg         down_btn_key_flag;
    reg [19:0]  down_btn_key_count;
    wire down_btn_key_start = !down_btn_key_r && down_btn_key;
    wire down_btn_key_end   = down_btn_key_r && !down_btn_key;
    wire down_btn_key_sample= down_btn_key_count[19];
    always @ (posedge clk) begin
        if (rst == 1'b1) begin
            down_btn_key_flag <= 1'b0;
        end else if (down_btn_key_sample) begin
            down_btn_key_flag <= 1'b0;
        end else if (down_btn_key_start || down_btn_key_end) begin
            down_btn_key_flag <= 1'b1;
        end
        if (rst == 1'b1 || !down_btn_key_flag) begin
            down_btn_key_count <= 20'b0;
        end else begin
            down_btn_key_count <= down_btn_key_count + 1'b1;
        end
        if (rst == 1'b1) begin
            down_btn_key_r <= 1'b0;
        end else if (down_btn_key_sample) begin
            down_btn_key_r <= down_btn_key;
        end
    end
    assign switch_v = {24'h000000, switch};
    assign led = led_v;
    wire write_led;
    assign write_led = conf_we & (confreg_addr[15:0] == 16'h8008);
    always @ (posedge clk) begin
        if (rst == 1'b1) begin
            led_v <= switch;
        end else begin
            if (write_led) begin
                led_v <= confreg_wdata[7:0];
            end
        end
    end
    reg[19:0] count;
    reg[3:0] scan_data1, scan_data2;
    reg[7:0] scan_enable;
    reg[6:0] num_a_g1, num_a_g2;
    wire write_digital_num;
    assign write_digital_num = conf_we & (confreg_addr[15:0] == 16'h8000);
    always @ (posedge clk) begin
        if(rst == 1'b1) begin
            digital_num_v <= 32'b0;
        end else begin
            if (write_digital_num) begin
                digital_num_v <= confreg_wdata;
            end
        end
    end
    assign digital_cs = scan_enable;
    assign digital_num0 = num_a_g1;
    assign digital_num1 = num_a_g2;
    always @ (posedge clk) begin
        if (rst == 1'b1) begin
            count <= 20'b0;
        end else begin
            count <= count + 1;
        end
    end
    always @ (posedge clk) begin
        if (rst == 1'b1) begin
            scan_data1 <= 4'b0;
            scan_data2 <= 4'b0;
            scan_enable <= 8'b0;
        end else begin
            case(count[19:18])
            2'b00: begin
                scan_data1 <= digital_num_v[3:0];
                scan_data2 <= digital_num_v[19:16];
                scan_enable <= 8'b0001_0001;
            end
            2'b01: begin
                scan_data1 <= digital_num_v[7:4];
                scan_data2 <= digital_num_v[23:20];
                scan_enable <= 8'b0010_0010;
            end
            2'b10: begin
                scan_data1 <= digital_num_v[11:8];
                scan_data2 <= digital_num_v[27:24];
                scan_enable <= 8'b0100_0100;
            end
            2'b11: begin
                scan_data1 <= digital_num_v[15:12];
                scan_data2 <= digital_num_v[31:28];
                scan_enable <= 8'b1000_1000;
            end
            default: ;
            endcase
        end
    end
    always @ (posedge clk) begin
        if (rst == 1'b1) begin
            num_a_g1 <= 7'b0;
            num_a_g2 <= 7'b0;
        end else begin
            case(scan_data1)
            4'd0: num_a_g1 <= 7'b111_1110;  
            4'd1: num_a_g1 <= 7'b011_0000;  
            4'd2: num_a_g1 <= 7'b110_1101;  
            4'd3: num_a_g1 <= 7'b111_1001;  
            4'd4: num_a_g1 <= 7'b011_0011;  
            4'd5: num_a_g1 <= 7'b101_1011;  
            4'd6: num_a_g1 <= 7'b101_1111;  
            4'd7: num_a_g1 <= 7'b111_0000;  
            4'd8: num_a_g1 <= 7'b111_1111;  
            4'd9: num_a_g1 <= 7'b111_1011;  
            4'd10: num_a_g1 <= 7'b111_0111;  
            4'd11: num_a_g1 <= 7'b001_1111;  
            4'd12: num_a_g1 <= 7'b100_1110;  
            4'd13: num_a_g1 <= 7'b011_1101;  
            4'd14: num_a_g1 <= 7'b100_1111;  
            4'd15: num_a_g1 <= 7'b100_0111;  
            default: ;
            endcase
            case(scan_data2)
            4'd0: num_a_g2 <= 7'b111_1110;  
            4'd1: num_a_g2 <= 7'b011_0000;  
            4'd2: num_a_g2 <= 7'b110_1101;  
            4'd3: num_a_g2 <= 7'b111_1001;  
            4'd4: num_a_g2 <= 7'b011_0011;  
            4'd5: num_a_g2 <= 7'b101_1011;  
            4'd6: num_a_g2 <= 7'b101_1111;  
            4'd7: num_a_g2 <= 7'b111_0000;  
            4'd8: num_a_g2 <= 7'b111_1111;  
            4'd9: num_a_g2 <= 7'b111_1011;  
            4'd10: num_a_g2 <= 7'b111_0111;  
            4'd11: num_a_g2 <= 7'b001_1111;  
            4'd12: num_a_g2 <= 7'b100_1110;  
            4'd13: num_a_g2 <= 7'b011_1101;  
            4'd14: num_a_g2 <= 7'b100_1111;  
            4'd15: num_a_g2 <= 7'b100_0111;  
            default: ;
            endcase
        end
    end
endmodule
==> /design/flow/run.sh <==
#!/bin/bash
# OpenROAD 26Q1-2900-gdf79404cd8, Yosys 0.63+post, stock flow scripts
make -C /OpenROAD-flow-scripts/flow DESIGN_CONFIG=/design/flow/config.mk WORK_HOME=/design/flow/orfs finish
==> /design/flow/config.mk <==
export PLATFORM = sky130hd
export DESIGN_NAME = confreg
export DESIGN_NICKNAME = confreg
export VERILOG_FILES = /design/flow/design.v
export SDC_FILE = /design/flow/constraint.sdc
export NUM_CORES = 4
export LEC_CHECK = 1
export CORE_UTILIZATION = 40
==> /design/flow/constraint.sdc <==
current_design confreg

set clk_period 7.6
set clk_io_pct 0.2

create_clock -name clk0 -period $clk_period [get_ports {clk}]

set non_clock_inputs [all_inputs -no_clocks]
set_input_delay [expr $clk_period * $clk_io_pct] -clock clk0 $non_clock_inputs
set_output_delay [expr $clk_period * $clk_io_pct] -clock clk0 [all_outputs]
==> run summary <==
Reports from this run.

- The total power divided by cell area reads 203 nW/um^2.
- For this run, asynchronously set or reset flops after synthesis account for 0%.
- The cell with the largest stage delay on the worst path is sky130_fd_sc_hd__buf_4.
- The dominant synthesized flop cell reads sky130_fd_sc_hd__dfxtp_1.
- The launch point of the worst register-to-register path is recorded as mid_btn_key_count[5].
- The clock root buffer is sky130_fd_sc_hd__clkbuf_16.
- After layout, the worst path uses 51.7% of the clock period.
- The global-route congestion overflow total reads 0.
- TritonCTS built the clock tree.
- The largest clock skew in the final design reads 0.00614 ns.
- According to the report, the first pass of detailed routing completed in 5 iterations.
- The capture point of the critical path was reported as led_v[0].
- The hold buffer count at cts reads 0.
- The largest net degree at the start of global routing reads 59.
- CTS built an H-tree with a depth of 1.
- The cell type group with the largest total delay on the critical path is buffers and inverters.
- The layout summary lists the proportion of cells stronger than drive strength 1 as 6.17%.
- The number of sinks handled by clock tree synthesis is 228.
- The layout overhead on the synthesized area reads 22.4%.
- Setup repair after global routing left no endpoint under its margin.
- The DRC violation count after routing is 0.
- The synthesized area per cell is 9.05 sq um.
- Per STA, the worst path is made up of clkdlybuf4s50_1, buf_4, nor4b_1, and4_2, buf_4, a41o_1.
- The post-synth count of flops with an enable pin is 8.
- The count of final setup violators is 0.
- The category of the worst setup path launch point reads an input port.
- The timing report gives the clock slew at the launch and capture registers of the worst setup and hold paths as 0.06 ns.
- The chip area from the yosys synthesis statistics reads 9890 sq um.
- The utilization of the core after routing is 49.9%.
- The final layout report lists a filler cell count of 2211.
- The start point of the critical path is confreg_en.
- The kind of path behind the tightest hold check is reg2reg.
- The setup slack of the worst register-to-register path is 5.54 ns.
- The die outline area reads 25400 sq um.
- The number of buffers and inverters on the critical path is 3.
- The count of final hold-check violations reads 0.
- The critical path required time is 7.77 ns.
- The number of register bits inferred by synthesis reads 228.
- The sort of element at the end of the critical path is a register.
- The sequential cells in the finished layout cover a total of 4640 sq um.
- The chip width reads 159 um.
- The endpoint of the worst-slack reg-to-reg timing path reads mid_btn_key_count[19].
- Pins over their slew limit in the final report were tallied at 0.
- The first routing iteration left 463 violations.
- The combined area of the multi-input logic cells is 4860 sq um.
- The worst IR drop on VDD is 0.165 mV.
- After detailed routing, the total wire length is 22500 um.
- The number of CTS-inserted buffers is 25.
- The cell count listed in synth_stat.txt is 1093.
- The report counts max-capacitance violations totalling 0.
- The logic depth of the worst setup path including buffers is 6.
- The first-pass GRT wire length is 37500 um.
- The worst slew margin relative to its limit is 42.5%.
- From bottom edge to top edge, the die measures 159 um.
- The arrival time at the worst endpoint is 4.09 ns.
- Looking at the max-slew report, the worst-margin pin has a slew of 0.854 ns.
- The number of antenna violations at the first check in global routing is 1.
- The time the final worst path needs with I/O delays and setup reads 3.93 ns.
- The leakage power summed over all cells reads 4.01 nW.
- The script logs the ratio of routed vias to standard cells as 5.22.
- The number of top-level design ports reads 146.
- The area share of the largest cell type after synthesis is 44.5%.
- The floorplan step defined a core boundary enclosing 24200 sq um.
- The run finished with clean final reports.
- Sequential elements use 47.0% of the synthesized area.
- The number of warnings printed during yosys synthesis is 1.
- The cell with the most instances on the worst path reads sky130_fd_sc_hd__buf_4.
- The start-to-end type of the worst setup path is in2reg.
- The number of port buffers is 129.
- The wire length per cell after detailed routing reads 14.8 um.
- The floorplan has 57 rows.
- Nets still carrying antenna violations after routing amount to 0.
- The total routing usage reported by global routing reads 18.4%.
- The design draws 2.45 mW.
- The number of cells upsized or downsized after cts is 0.
- Per the repair_timing log after CTS, setup buffers inserted total 0.
- The maximum count of clock buffers along a single path reads 3.
- Measured in cells, the most critical reg-to-reg path has a length of 4.
- The stage delay of the slowest cell on the critical path is 0.51 ns.
- The total number of vias is 7952.
- Per the synthesis report, the dominant area consumer among library cells is sky130_fd_sc_hd__dfxtp_1.
- The post-synthesis instance area reads 9890 sq um.
- The number of global-route vias before repair is 7480.
- The count of mapped cells out of synthesis reads 1093.
- The placer's final routability congestion estimate reads 0.791.
- The starting density of the core reads 40.8%.
- The wire-length estimate of the detail-placed layout is 14700 um.
- The tally of OpenROAD warnings is 53.
- Max fanout on the critical path was recorded as 58.
- The latest clock arrival within the worst-skew pair reads 0.51 ns.
- Sorting the synthesized cells by area gives the leading types as sky130_fd_sc_hd__dfxtp_1 45%, sky130_fd_sc_hd__a21oi_1 4.9%, sky130_fd_sc_hd__nand4_1 3.9%.
- For the final routed database, the setup TNS stands at 0 ns.
- The count of different cell masters after synthesis reads 53.
- Derived from the worst setup path, the maximum achievable clock frequency is 255 MHz.
## metal layers
| layer | GRT usage [%] | vias to the layer above | share of wire (%) |
|---|---|---|---|
| met5 | 0 | - | 0 |
| met4 | 3.80 | 0 | 2.2 |
| met3 | 4.60 | 33 | 6.2 |
| met2 | 27.6 | 159 | 44 |
| met1 | 27.8 | 3681 | 47 |
| li1 | - | 4079 | - |
## cell usage in the layout, fill, tap and decap left out, types with 11 or more instances in the layout
cell                              netlist  final
sky130_fd_sc_hd__nor3_1                23     22
sky130_fd_sc_hd__or4_1                 14     14
sky130_fd_sc_hd__nand2_1               51     51
sky130_fd_sc_hd__mux2i_1               16     16
sky130_fd_sc_hd__dfxtp_1              220    220
sky130_fd_sc_hd__nand3_1               57     57
sky130_fd_sc_hd__o21ai_0               68     68
sky130_fd_sc_hd__or3_1                 26     26
sky130_fd_sc_hd__ha_1                  20     20
sky130_fd_sc_hd__xnor2_1               29     29
sky130_fd_sc_hd__inv_1                 24     24
sky130_fd_sc_hd__xor2_1                41     41
sky130_fd_sc_hd__clkbuf_1              56     11
sky130_fd_sc_hd__clkdlybuf4s50_1        0    128
sky130_fd_sc_hd__and4_1                12     11
sky130_fd_sc_hd__nor2b_1               19     19
sky130_fd_sc_hd__nand4_1               61     61
sky130_fd_sc_hd__nor2_1               101    101
sky130_fd_sc_hd__clkbuf_16              0     25
sky130_fd_sc_hd__a21oi_1               96     96
sky130_fd_sc_hd__nand2b_1              31     31
## kinds of logic after synthesis
| group | after synthesis | share of synthesized area, % |
|---|---|---|
| AOI/OAI and AO/OA | 205 | 11.7 |
| xor gates and xnor gates | 70 | 6.20 |
| adders and majority gates | 20 | 2.53 |
| buffers and inverters | 98 | 3.94 |
| DFF | 228 | 47.0 |
| muxes | 36 | 5.04 |
| and+or+nand+nor | 436 | 23.6 |
## synth_stat cells, types with 12 or more instances
master                     instances
sky130_fd_sc_hd__a21oi_1          96
sky130_fd_sc_hd__and4_1           12
sky130_fd_sc_hd__clkbuf_1         56
sky130_fd_sc_hd__dfxtp_1         220
sky130_fd_sc_hd__ha_1             20
sky130_fd_sc_hd__inv_1            24
sky130_fd_sc_hd__mux2i_1          16
sky130_fd_sc_hd__nand2_1          51
sky130_fd_sc_hd__nand2b_1         31
sky130_fd_sc_hd__nand3_1          57
sky130_fd_sc_hd__nand4_1          61
sky130_fd_sc_hd__nor2_1          101
sky130_fd_sc_hd__nor2b_1          19
sky130_fd_sc_hd__nor3_1           23
sky130_fd_sc_hd__o21ai_0          68
sky130_fd_sc_hd__or3_1            26
sky130_fd_sc_hd__or4_1            14
sky130_fd_sc_hd__xnor2_1          29
sky130_fd_sc_hd__xor2_1           41
## per-stage QoR
stage	instances	area (sq um)	hold WS, ns	worst slack (ns)
final	1524	12100	0.435	3.67
after global routing	1523	12100	0.459	3.51
after CTS	1523	12100	0.440	3.69
after detailed placement	1481	11400	0.432	3.15
after global placement	1481	11400	0.421	3.14
after floorplan	1093	9890	0.413	4.56
## cell type report
type	count	share of cell area [%]
repair buffers	138	11.2
well taps	324	3.35
clock buffers	39	5.85
inverters	24	0.744
clock inverters	3	0.331
multi-input cells	767	40.1
diodes	1	0.0207
flip-flops and latches	228	38.4
## worst min-delay path by stage
| stage | start | to | slack (ns) | cells after the start |
|---|---|---|---|---|
| CTS | up_btn_key_count[0] | up_btn_key_count[0] | 0.44 | 1 |
| global route | count[0] | count[0] | 0.46 | 1 |
| finish | up_btn_key_count[0] | up_btn_key_count[0] | 0.44 | 1 |
## power by group
part           internal, mW  switching, mW
registers              1.22        0.00731
clock network         0.667          0.453
logic                0.0597         0.0515
Power and IR drop assume default switching activity.

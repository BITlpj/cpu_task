==> flow/design.v <==
`timescale 1ns / 1ps
module regfile(
    input wire clk,
	input wire reset,
	input wire [4:0] addr1,
	input wire [4:0] addr2,
	input wire [4:0] addr3,  
	input wire [31:0] wd,   
	input wire we,
	output wire [31:0] rd1,
	output wire [31:0] rd2
);
	reg [31:0] data[31:0];
	assign rd1 = data[addr1];
	assign rd2 = data[addr2];
	integer i;
	always @(posedge reset or negedge clk)
		if (reset)
			for (i = 0; i < 32; i = i + 1)
				data[i] <= 32'h00000000;
		else if (we)
			data[addr3] <= wd;
endmodule
==> flow/run.sh <==
#!/bin/bash
# OpenROAD 26Q1-2900-gdf79404cd8, Yosys 0.63+post, stock flow scripts
make -C /OpenROAD-flow-scripts/flow DESIGN_CONFIG=/design/flow/config.mk WORK_HOME=/design/flow/orfs finish
==> flow/config.mk <==
export PLATFORM = sky130hd
export DESIGN_NAME = regfile
export DESIGN_NICKNAME = regfile
export VERILOG_FILES = /design/flow/design.v
export SDC_FILE = /design/flow/constraint.sdc
export NUM_CORES = 4
export LEC_CHECK = 1
export CORE_UTILIZATION = 30
==> flow/constraint.sdc <==
current_design regfile

set clk_period 16.9
set clk_io_pct 0.2

create_clock -name clk0 -period $clk_period [get_ports {clk}]

set non_clock_inputs [all_inputs -no_clocks]
set_input_delay [expr $clk_period * $clk_io_pct] -clock clk0 $non_clock_inputs
set_output_delay [expr $clk_period * $clk_io_pct] -clock clk0 [all_outputs]
==> reports/highlights.md <==
* vias post-DR: 45534
* core footprint: 0.170 sq mm
* Slowest cell on crit path: sky130_fd_sc_hd__a21oi_1
* per-cell via count in the routed design: 6.75
* Synth Seq Share: 49.9%
* vias in the first global route: 44341
* drt pass-1 iters: 7
* average instance area after synthesis: 11.7 sq um
* maximum buffer depth of the clock tree: 3
* chip area: 0.173 sq mm
* total power divided by cell area: 121 mW/mm^2
* total routing usage reported by global routing: 33.8%
* amount of wire on met3 after detailed routing: 47100 um
* die width: 416 um
* final-layout fill cell count: 16382
* clock skew: 0 ns
* max reg flops: 1024
* total number of warnings across the stage logs: 55
* Top Registers: data: 1024 flops
* number of core rows: 151
* GR Overflow Total: 0
* final worst setup slack: 1.74 ns
* synth-to-layout area growth: 17.0%
* max layer used: met5
* total CTS buffers: 113
* most common logic cells in the final layout: 1031 x sky130_fd_sc_hd__mux2_2, 1024 x sky130_fd_sc_hd__dfrtn_1, 756 x sky130_fd_sc_hd__a22oi_1
* leakage power: 25.7 nW
* I/O pin count: 114
* Dominant flop cell: sky130_fd_sc_hd__dfrtn_1
* clock edge transition at the registers on the reported setup and hold paths: 0.05 ns
* Chip Height: 416 um
* pre-placement core utilization: 30.3%
* worst voltage drop across the vdd grid: 0.103 mV
* final setup violating endpoints: 0
* CTS hold repair buffers: 0
* Final Non-Filler Cells: 6750
* input/output buffers: 113
* number of different library cells in the post-synthesis netlist: 63
* total wire length after detailed routing: 287000 um
* met1 WL: 96800 um
* kind of start point of the critical path: flip-flop
* setup repair after global routing missed its margin: no
* layout cells sized above 1: 34.6%
* total DRC errors in the routed layout: 0
* number of DRC markers in iteration 0: 5654
* worst-path maximum fanout: 3
* Max H-tree Level: 3
* pre-CTS setup slack: 1.83 ns
* result of the run: completed
* Placer Congestion: 1.03
* Top Family by Delay on Critical Path: AND-OR/OR-AND gates
* dominant logic cell type in the layout: sky130_fd_sc_hd__mux2_2
* chip area in the Yosys report: 0.0514 sq mm
* Synthesized registers: 1024
* Post-Place Cells: 6526
* longest individual stage delay on the worst path: 0.71 ns
* share of synthesized registers carrying an async set or reset: 100%
* capturing element type of the critical path: primary output
* number of antenna violations at the first check in global routing: 23
* Worst Tran Pin Value: 1.19 ns
* cell at the root of the clock tree: sky130_fd_sc_hd__clkbuf_16
* Crit Path Class: reg -> out
* first-pass GRT wire length: 386000 um
* total clock sinks: 1024
* total standard cell area after synthesis: 0.0514 sq mm
* Largest Register: data
* # Post-CTS Setup Buffers: 0
* half-perimeter wire length of the detailed placement result: 171000 um
* required time of the critical path: 13.52 ns
* tightest slew margin relative to the limit: 20.2%
* Latency at later pin: 0.67 ns
* final-report hold violation count: 0
* arrival time at the worst endpoint: 11.78 ns
* post-synthesis cell count: 4395
* Detail Route Antenna Nets: 0
* count of max-cap constraint violations: 0
* length of routed met2 wiring: 116000 um
* maximum number of pins on one net before global-route repair: 124
* critical path cell sequence: nor4bb_1 -> a31oi_1 -> o22a_1 -> o2111a_1 -> a21oi_1 -> clkdlybuf4s50_1
* buffering stage count on the worst path with inverters included: 1
* Routed wire per std cell: 42.5 um
* Post-synth EDFFs: 0
* cts repair resizes: 0
* cell total in the yosys stat output: 4395
* final max-slew violation count: 0
* Min-Delay Path Class: reg -> reg
* YS warnings: 2
* TritonCTS clock tree: yes
final cells by class:
cell class                      instances  area, sq um  area share, %
Sequential cell                      1024        25600           42.6
Multi-Input combinational cell       2934        24500           40.8
Clock buffer                          154         3260           5.42
Timing Repair Buffer                  343         2970           4.94
Tap cell                             2218         2780           4.62
Clock inverter                         54          855           1.42
Antenna cell                           16         40.0         0.0666
Inverter                                7         30.0         0.0500
Yosys cell counts (14+ instances only):
library cell               count  area, sq um
sky130_fd_sc_hd__a31oi_1      24          150
sky130_fd_sc_hd__nor2b_1      19          119
sky130_fd_sc_hd__mux2i_1      47          470
sky130_fd_sc_hd__nor3_1       73          365
sky130_fd_sc_hd__a21oi_1      84          420
sky130_fd_sc_hd__buf_1        66          248
sky130_fd_sc_hd__dfrtn_1    1024        25600
sky130_fd_sc_hd__buf_2        95          475
sky130_fd_sc_hd__nor4_1       36          225
sky130_fd_sc_hd__o32a_1       15          150
sky130_fd_sc_hd__nand2_1     240          901
sky130_fd_sc_hd__mux2_2     1031        11600
sky130_fd_sc_hd__a222oi_1     14          140
sky130_fd_sc_hd__nor2_1      170          638
sky130_fd_sc_hd__a32oi_1      24          210
sky130_fd_sc_hd__nand3_1      54          270
sky130_fd_sc_hd__nand4_1      90          563
sky130_fd_sc_hd__nand2b_1     15         93.8
sky130_fd_sc_hd__a22oi_1     756         5680
sky130_fd_sc_hd__a221oi_1     30          263
sky130_fd_sc_hd__a22o_1       43          377
sky130_fd_sc_hd__o21ai_0      25          125
sky130_fd_sc_hd__clkbuf_1    262          983
routing by layer:
layer	GRT usage [%]	vias to the layer above
met1	39.5	23028
li1	-	16932
met5	1.89	-
met4	22.6	35
met3	21.1	1465
met2	45.6	4074
cells by family after synthesis:
kind of cell,count (synthesis),synth area share [%]
compound gates,1074,15.6
buf+inv,437,3.49
flops,1024,49.9
mux,1084,23.7
simple gates,776,7.31
report_power, final:
part           switching, mW  internal [mW]
registers              0.474           2.98
clock network           1.10           1.67
logic                  0.520          0.536
total                   2.09           5.18
metrics by stage:
| step | instance area (sq um) | utilization (%) | TNS [ns] | hold slack, ns | power [mW] |
|---|---|---|---|---|---|
| 3_3_place_gp | 55900 | 33.0 | 0 | 0.460 | 4.47 |
| 6_report | 60100 | 35.4 | 0 | 0.473 | 7.27 |
| 3_5_place_dp | 55900 | 33.0 | 0 | 0.473 | 4.49 |
| 5_1_grt | 60100 | 35.4 | 0 | 0.480 | 7.46 |
| 2_1_floorplan | 51400 | - | -8864.05 | 0.448 | 3.95 |
| 4_1_cts | 60100 | 35.4 | 0 | 0.473 | 7.23 |
path summary, 6_finish.rpt:
check / start / to / slack, ns / depth (start not counted)
min in group asynchronous: reset / data[21][30] / 11.46 / 2
max: data[4][28] / rd2[28] / 1.74 / 6
min: data[24][26] / data[24][26] / 0.47 / 1
max reg2reg: data[10][0] / data[10][0] / 16.01 / 1
max in group asynchronous: reset / data[9][18] / 3.66 / 4
min reg2reg: data[24][26] / data[24][26] / 0.47 / 1
No activity file was given, so power comes from the tool's default toggle rates.

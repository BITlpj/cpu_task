[/design/flow/run.sh]
#!/bin/bash
# OpenROAD 26Q1-2900-gdf79404cd8, Yosys 0.63+post, stock flow scripts
make -C /OpenROAD-flow-scripts/flow DESIGN_CONFIG=/design/flow/config.mk WORK_HOME=/design/flow/orfs finish
[/design/flow/config.mk]
export PLATFORM = sky130hd
export DESIGN_NAME = ALU
export DESIGN_NICKNAME = ALU
export VERILOG_FILES = /design/flow/design.v
export SDC_FILE = /design/flow/constraint.sdc
export NUM_CORES = 4
export LEC_CHECK = 1
export CORE_UTILIZATION = 50
[/design/flow/constraint.sdc]
current_design ALU

set clk_period 18.2
set clk_io_pct 0.2

create_clock -name clk0 -period $clk_period

set non_clock_inputs [all_inputs -no_clocks]
set_input_delay [expr $clk_period * $clk_io_pct] -clock clk0 $non_clock_inputs
set_output_delay [expr $clk_period * $clk_io_pct] -clock clk0 [all_outputs]
[/design/flow/design.v]
module ALU(
    input [3:0] control,
    input [31:0] alu_num1,
    input [31:0] alu_num2,
    input [5:0]  shamt_e,
    output [31:0] ans,
    output [1:0]zero_m,
    output  over
    );
    function [34:0]ALU_output; 
    input [3:0] control;
    input [31:0] alu_num1;
    input [31:0] alu_num2;
    input [5:0]  shamt_e;
    begin
        case(control)
            4'b0001:begin
                ALU_output[31:0] = alu_num1 + alu_num2;
                if (alu_num1[31]==alu_num2[31] && alu_num1[31]!=ALU_output[31]) begin
                        ALU_output[34]=1'b1;
                end
                else begin
                    ALU_output[34]=1'b0;
                end
            end
            4'b0010:begin
                ALU_output[31:0] = alu_num1 - alu_num2; 
                if (alu_num1[31]==alu_num2[31] && alu_num1[31]!=ALU_output[31]) begin
                   ALU_output[34]=1'b1;
                end
                else begin
                    ALU_output[34]=1'b0;
                end
            end
            4'b0011:begin
                ALU_output[31:0] = alu_num1&alu_num2; 
                ALU_output[34]=1'b0;
            end
            4'b0100:begin
                ALU_output[31:0] = alu_num1|alu_num2; 
                ALU_output[34]=1'b0;
            end
            4'b0101:begin
                ALU_output[31:0] = alu_num1^alu_num2; 
                ALU_output[34]=1'b0;
            end
            4'b0110:begin
                ALU_output[31:0] = alu_num2 << 16; 
                ALU_output[34]=1'b0;
            end
            4'b0111:begin
                case({alu_num1[31],alu_num2[31]})
                    2'b00:begin
                        if(alu_num1<alu_num2)begin
                            ALU_output[31:0]=32'b1;
                        end
                        else begin
                            ALU_output[31:0]=32'b0;
                        end
                    end
                    2'b10:begin
                        ALU_output[31:0]=32'b1;
                    end
                    2'b01:begin
                        ALU_output[31:0]=32'b0;
                    end
                    2'b11:begin
                         if(alu_num1<alu_num2)begin
                            ALU_output[31:0]=32'b1;
                        end
                        else begin
                            ALU_output[31:0]=32'b0;
                        end
                    end
                endcase
                ALU_output[34]=1'b0;
            end
            4'b1000:begin
                if({1'b0, alu_num1}<{1'b0,alu_num2}) begin
                    ALU_output[31:0]=32'b01;
                end
                else begin
                    ALU_output[31:0]=32'b0;
                end
                ALU_output[34]=1'b0;
            end
            4'b1001:begin
                ALU_output[31:0]=alu_num2>>shamt_e;
                ALU_output[34]=1'b0;
             end
             4'b1010:begin
                ALU_output[31:0]=alu_num2<<shamt_e;
                ALU_output[34]=1'b0;                
             end
            4'b1011:begin
                ALU_output[31:0]=alu_num1;
                ALU_output[34]=1'b0;  
            end
            4'b1100:begin
                ALU_output[31:0]=alu_num1+4;
                ALU_output[34]=1'b0;      
            end
            4'b0000:begin
                ALU_output[31:0]=32'b0;
                ALU_output[33:32] = 2'b00;
                ALU_output[34]=1'b0;
            end
            endcase
            if(ALU_output[31:0] > 0) ALU_output[33:32] = 2'b01;
            else if(ALU_output[31:0] == 0) ALU_output[33:32] = 2'b10;
            else if(ALU_output[31:0] < 0) ALU_output[33:32] = 2'b11;
    end
    endfunction
    assign {over,zero_m,ans} = ALU_output(control,alu_num1,alu_num2,shamt_e);
endmodule
==> impl_metrics.json <==
{
  "outcome": "complete, no violations",
  "grt_pass1_vias": 13400,
  "drtIter0Drc": 2321,
  "syn_area_sq_um": 11300,
  "antenna_found_initial": 3,
  "fin_tns_setup_ns": 0,
  "drt-wirelength-per-cell_um": 30.2,
  "dieArea_sq_um": 23200,
  "place_ws_ns": 5.43,
  "drcViolationCount": 0,
  "maxSlewHeadroom_pct": 25.2,
  "synth_top_area_share_pct": 10.8,
  "drt-total-wl_mm": 58.1,
  "yosys_area_sq_um": 11300,
  "synth_warnings": 1,
  "ctsResizeCount": 0,
  "cts_hold_buf": 0,
  "finalMaxSlewViolations": 0,
  "post_cts_buffers": 0,
  "grt_max_degree": 64,
  "nFillCells": 2124,
  "crit_fanout": 11,
  "fin_ws_ns": 5.20,
  "num_rows": 54,
  "die_h_um": 152,
  "p_leak_nw": 4.84,
  "cp_data_required_time_ns": 14.56,
  "antenna_left": 0,
  "first_pass_iters": 19,
  "hold_viol_final": 0,
  "flops": 0,
  "grtUsageTotal_pct": 49.7,
  "finalCritPeriodShare_pct": 71.4,
  "max-vdd-ir-drop_mv": 0.0206,
  "final_util_pct": 56.1,
  "clock_buffers": 0,
  "ys_seq_share_pct": 0,
  "drive_gt1_share_pct": 8.53,
  "cp_slowest_stage_delay_ns": 0.86,
  "grt_setup_unrepaired": "no",
  "area_growth_pct": 9.29,
  "min_period_ns": 13.00,
  "comb_area_sq_um": 10300,
  "cp-end-kind": "primary output",
  "initCoreUtil_pct": 51.4,
  "max_freq_mhz": 76.9,
  "worstMarginPinSlew_ns": 1.11,
  "overflow": 0,
  "start_kind": "input port",
  "hold_path_end": "over",
  "crit_type": "input port to primary output",
  "crit_path_frequent_cell": "clkdlybuf4s50_1",
  "synth.distinct_cells": 87,
  "port_buffers": 109,
  "path_cells": "clkdlybuf4s50_1 -> ha_1 -> inv_1 -> fa_1 -> or2b_1 -> a211oi_1 -> o21ai_0 -> o311a_1 -> a21o_1 -> o22ai_1 -> o2111ai_1 -> nor4_1 -> and3_1 -> nand4b_1 -> or4_1 -> clkdlybuf4s50_1",
  "dp_hpwl_mm": 43.6,
  "flop_area_sq_um": 0,
  "top_cells_by_area": "ha_1 11%, mux4_2 8.0%, mux2i_1 6.6%",
  "p_sw_mw": 0.259,
  "largest_area_cell": "ha_1",
  "hold_class": "input port to primary output",
  "worstHoldPathCells": 4,
  "core_sq_um": 22000,
  "grt_first_pass_wirelength_mm": 86.1,
  "syn_avg_cell_area_sq_um": 6.88,
  "ios": 109,
  "die_x_um": 152,
  "place_congestion": 1.17,
  "p_int_mw": 0.156,
  "hold_slack_ns": 8.43,
  "cp_slowest_cell": "clkdlybuf4s50_1",
  "p_sw_share_pct": 62.5,
  "cp_data_arrival_time_ns": 9.36,
  "min_from": "alu_num1[31]",
  "drv_cap": 0,
  "via_per_inst": 7.70,
  "vias": 14800,
  "powerDensity_nw_per_um2": 33.6,
  "warning_count": 98,
  "synth_cells": 1644,
  "setup_viol_count_final": 0,
  "ys_cells": 1644
}
==> layer usage <==
metal	track usage, %	part of all wire, %
met1	65.7	37
met2	69.0	39
met3	21.7	17
met4	24.8	7.1
met5	1.24	0.036
==> synth_stat cells, drive strengths merged (10+ instances only) <==
cell type and count:
o2111ai 11, mux2i 75, a211o 15, ha 98
o211ai 19, a21o 16, a21oi 114, nor3 54
xnor2 40, buf 60, o22ai 38, a31oi 18
nor4 22, mux4 40, clkbuf 87, nor2b 18
nand2b 19, a22oi 26, o21ai 102, a211oi 35
nand2 132, nand3 44, nand4 15, a32oi 11
o31ai 22, inv 103, o21bai 12, a221oi 21
mux2 31, o21a 10, o221ai 18, nor2 143
==> worst max-delay path, delay by kind of cell <==
family / cells / cell delay (ns)
AND-OR/OR-AND: 6 / 2.10
AND/OR/NAND/NOR: 5 / 1.50
buffers and inverters: 3 / 1.35
adder cells (fa/ha/maj): 2 / 0.76
==> per-stage QoR <==
step	power (mW)	cell area, sq um	std cells
after global routing	0.434	12400	1922
after detailed placement	0.392	12400	1922
after floorplan	0.245	11300	1644
after CTS	0.394	12400	1922
final	0.415	12400	1923
after global placement	0.394	12400	1922
==> worst max-delay path by stage <==
stage / start / end / slack [ns]
after CTS: alu_num2[0] / zero_m[0] / 5.41
final: alu_num2[0] / zero_m[0] / 5.20
after global routing: alu_num2[0] / zero_m[0] / 4.96
==> cells in the final DEF, fill, tap and decap left out, types with 18 or more instances in the layout <==
| cell | synthesis | routed |
|---|---|---|
| a211oi_1 | 34 | 34 |
| a21oi_1 | 114 | 114 |
| a221oi_1 | 20 | 20 |
| a22oi_1 | 26 | 26 |
| a31oi_1 | 18 | 18 |
| buf_4 | 16 | 38 |
| clkdlybuf4s50_1 | 0 | 104 |
| ha_1 | 98 | 98 |
| inv_1 | 103 | 103 |
| mux2_2 | 31 | 31 |
| mux2i_1 | 75 | 75 |
| mux4_2 | 40 | 40 |
| nand2_1 | 132 | 132 |
| nand2b_1 | 19 | 19 |
| nand3_1 | 44 | 44 |
| nor2_1 | 143 | 143 |
| nor2b_1 | 18 | 18 |
| nor3_1 | 54 | 53 |
| nor4_1 | 22 | 22 |
| o211ai_1 | 19 | 19 |
| o21ai_0 | 99 | 99 |
| o221ai_1 | 18 | 18 |
| o22ai_1 | 38 | 37 |
| o31ai_1 | 21 | 21 |
| xnor2_1 | 40 | 40 |
==> layout make-up <==
cell class / count / share of cell area [%]
Multi-Input combinational cell: 1392 / 83.1
Timing Repair Buffer: 145 / 10.8
Tap cell: 280 / 2.83
Antenna cell: 1 / 0.0202
Inverter: 105 / 3.19
==> power groups by stage <==
stage / registers, mW / clock network [mW] / logic (mW)
after CTS: 0 / 0 / 0.394
after global routing: 0 / 0 / 0.434
==> kinds of logic (layout without fill, tap and decap cells) <==
family                   count (synthesis)  after routing  synth area share, %
multiplexers                           146            146                 17.7
other                                    0              1                    0
XOR/XNOR                                43             43                 3.33
AND/OR/NAND/NOR                        517            517                 22.1
AND-OR/OR-AND                          586            586                 36.2
buffers and inverters                  252            250                 9.45
adder cells (fa/ha/maj)                100            100                 11.2
Power and IR drop assume default switching activity.
